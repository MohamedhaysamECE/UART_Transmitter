### /design/flow/run.sh
#!/bin/bash
# OpenROAD 26Q1-2900-gdf79404cd8, Yosys 0.63+post, stock flow scripts
make -C /OpenROAD-flow-scripts/flow DESIGN_CONFIG=/design/flow/config.mk WORK_HOME=/design/flow/orfs finish
### /design/flow/config.mk
export PLATFORM = sky130hd
export DESIGN_NAME = uart_tx
export DESIGN_NICKNAME = uart_tx
export VERILOG_FILES = /design/flow/design.v
export SDC_FILE = /design/flow/constraint.sdc
export NUM_CORES = 4
export LEC_CHECK = 1
export CORE_UTILIZATION = 30
### /design/flow/constraint.sdc
current_design uart_tx

set clk_period 4.6
set clk_io_pct 0.2

create_clock -name clk0 -period $clk_period [get_ports {clock}]

set non_clock_inputs [all_inputs -no_clocks]
set_input_delay [expr $clk_period * $clk_io_pct] -clock clk0 $non_clock_inputs
set_output_delay [expr $clk_period * $clk_io_pct] -clock clk0 [all_outputs]
### /design/flow/design.v
module baud_gen(
input clock,rst,
input [1:0] baud_rate,
output reg baud_out
);
localparam [1:0] baud_2400  = 2'b00,
                 baud_4800  = 2'b01,
                 baud_9600  = 2'b10,
                 baud_19200 = 2'b11;
reg [14:0] tick;
reg [14:0] fin;
always @(*)
begin
    case (baud_rate)
        baud_2400 : fin = 15'd20833;     
        baud_4800 : fin = 15'd10416;     
        baud_9600 : fin = 15'd5208;      
        baud_19200: fin = 15'd2604;      
    endcase
end
always @(posedge clock or posedge rst)
begin
    if(rst)
    begin
        tick <= 14'd0; 
        baud_out <= 1'b0; 
    end
    else
    begin
     if (tick <= fin-1) 
     begin
      tick <= tick + 1'd1;    
      if(tick < fin / 2 )
      begin  
       baud_out <= 1'b1;  
      end 
      else 
      begin
       baud_out <= 1'b0; 
      end
     end 
      else 
      begin
       tick = 1'b0;
      end
   end 
end
endmodule
module frame_gen1(
    input  rst,
    input [7:0] data_in,
    input  [1:0]parity_type,
    input  parity_out,
    input  stop_bits, 
    input  data_length, 
    output reg [11:0] frame_out  
);
    always @(*) begin
        if (rst) begin
            frame_out = 12'd0;
         end 
        else 
         begin
                 case ({data_length, stop_bits})
                               2'b00: begin
                                   if (parity_type == 2'b01 || parity_type == 2'b10) begin
                                       frame_out = {2'b11,1'b1,parity_out,data_in[6:0],1'b0};  
                                   end else begin
                                       frame_out = {  3'b111,1'b1,data_in[6:0],1'b0};  
                                   end
                               end
                               2'b01: begin
                                   if (parity_type == 2'b01 || parity_type == 2'b10) begin
                                       frame_out = { 1'b1 ,2'b11,parity_out,data_in[6:0],1'b0};  
                                   end else begin
                                       frame_out = { 2'b11,2'b11,data_in[6:0],1'b0};  
                                   end
                               end
                               2'b10: begin
                                   if (parity_type == 2'b01 || parity_type == 2'b10) begin
                                       frame_out = {1'b1,1'b1,parity_out,data_in[7:0],1'b0};  
                                   end else begin
                                       frame_out = { 2'b11,1'b1,data_in[7:0],1'b0};  
                                   end
                               end
                               2'b11: begin
                                   if (parity_type == 2'b01 || parity_type == 2'b10) begin
                                       frame_out = { 2'b11,parity_out,data_in[7:0],1'b0 };  
                                   end else begin
                                       frame_out = { 1'b1,2'b11,data_in[7:0],1'b0};  
                                   end
                               end
                           endcase
        end
    end
endmodule
module parity_gen1(
        input wire rst,
        input wire [7:0] data_in,
        input wire [1:0] parity_type,  
        output reg parity_out
    );
        always @(*) begin
            if (rst) begin
                parity_out = 0;
            end else begin
                case (parity_type)
                    2'b00: parity_out = 1'b0;  
                    2'b01: parity_out = ~^data_in;  
                    2'b10: parity_out = ^data_in;  
                    2'b11: parity_out = 1'b0;  
                    default: parity_out = 1'b0;  
                endcase
            end
        end
    endmodule
module shift_reg1(
 input [11:0]frame_out,
 input stop_bits,data_length,
 input baud_out, send, rst,
 input [1:0] parity_type,
 output reg data_out,
 output reg p_parity_out,
 output reg tx_active,tx_done
    );
  localparam idle = 1'b1;
 reg [3:0] count = 4'b0000;
 reg [11:0] temb;
 always@(posedge baud_out, posedge rst)
  begin
   if(rst)
    begin
	 count <= 4'b0000;
    end
   else begin
     if(count == 4'b1100 || send == 1'b0)
       count <= 4'b0000;
     else
       count <= count+1;
	end
  end
 always@(posedge baud_out)
  begin
     if(send == 1'b1)
      begin
      temb[0]  <= temb[1];
      temb[1]  <= temb[2];
      temb[2]  <= temb[3];
      temb[3]  <= temb[4];
      temb[4]  <= temb[5];
      temb[5]  <= temb[6];
      temb[6]  <= temb[7];
      temb[7]  <= temb[8];
      temb[8]  <= temb[9];
      temb[9]  <= temb[10];
      temb[10] <= temb[11];
      end
     else
      begin
      temb[0] <= frame_out[0];
      temb[1] <= frame_out[1];
      temb[2] <= frame_out[2];
      temb[3] <= frame_out[3];
      temb[4] <= frame_out[4];
      temb[5] <= frame_out[5];
      temb[6] <= frame_out[6];
      temb[7] <= frame_out[7];
      temb[8] <= frame_out[8];
      temb[9] <= frame_out[9];
      temb[10] <= frame_out[10];
      temb[11] <= frame_out[11];
      end
     end 
  always@(*)
   begin
    if (rst == 1'b0)
    begin
    tx_done = 1'b0;
      case({data_length,stop_bits,parity_type})
         4'b0001 : begin
                    p_parity_out = frame_out[8];
                      if(count == 4'b1010)
                       begin
                        tx_done = 1'b1;
                       end
                      else
                       begin
                        tx_done = 1'b0;
                       end 
                   end
         4'b0010 : begin
                         p_parity_out = 1'b0;
                                if(count == 4'b1010)
                                 begin
                                  tx_done = 1'b1;
                                 end
                                else
                                 begin
                                  tx_done = 1'b0;
                                 end 
                    end   
         4'b0000 : begin
                        p_parity_out = 1'b0;
                                 if(count == 4'b1001)
                                  begin
                                   tx_done = 1'b1;
                                  end
                                 else
                                  begin
                                   tx_done = 1'b0;
                                  end 
                     end    
         4'b0011 : begin
                       p_parity_out = 1'b0;
                                if(count == 4'b1001)
                                    begin
                                    tx_done = 1'b1;
                                    end
                                 else
                                   begin
                                  tx_done = 1'b0;
                                  end 
                       end   
         4'b0101 : begin
                                  p_parity_out = frame_out[8];
                                    if(count == 4'b1011)
                                     begin
                                      tx_done = 1'b1;
                                     end
                                    else
                                     begin
                                      tx_done = 1'b0;
                                     end 
                                 end                                             
         4'b0110: begin
                                   p_parity_out = 1'b0;
                                    if(count == 4'b1011)
                                       begin
                                        tx_done = 1'b1;
                                        end
                                     else
                                     begin
                                      tx_done = 1'b0;
                                     end 
                   end                       
         4'b0100 : begin
                                   p_parity_out = 1'b0;
                                    if(count == 4'b1010)
                                      begin
                                       tx_done = 1'b1;
                                       end
                                      else
                                       begin
                                        tx_done = 1'b0;
                                       end 
                  end  
         4'b0111 : begin
                                  p_parity_out = 1'b0;
                                   if(count == 4'b1010)
                                     begin
                                       tx_done = 1'b1;
                                     end
                                     else
                                      begin
                                       tx_done = 1'b0;
                                      end 
                           end                                          
         4'b1001 : begin
                                    p_parity_out = frame_out[9];
                                     if(count == 4'b1011)
                                       begin
                                        tx_done = 1'b1;
                                       end
                                       else
                                       begin
                                         tx_done = 1'b0;
                                       end 
                    end                          
         4'b1010 : begin
                                     p_parity_out = 1'b0;
                                       if(count == 4'b1011)
                                       begin
                                        tx_done = 1'b1;
                                       end
                                       else
                                       begin
                                        tx_done = 1'b0;
                                       end 
                    end   
         4'b1000 : begin
                                      p_parity_out = 1'b0;
                                       if(count == 4'b1010)
                                       begin
                                       tx_done = 1'b1;
                                       end
                                       else
                                       begin
                                       tx_done = 1'b0;
                                       end 
                   end   
         4'b1011 : begin
                                       p_parity_out = 1'b0;
                                        if(count == 4'b1010)
                                         begin
                                          tx_done = 1'b1;
                                         end
                                         else
                                         begin
                                          tx_done = 1'b0;
                                         end 
                   end   
          4'b1101 : begin
                                        p_parity_out = frame_out[9];
                                         if(count == 4'b1100)
                                          begin
                                          tx_done = 1'b1;
                                          end
                                          else
                                          begin
                                          tx_done = 1'b0;
                                          end 
                    end   
          4'b1110 : begin
                                         p_parity_out = 1'b0;
                                          if(count == 4'b1100)
                                            begin
                                             tx_done = 1'b1;
                                            end
                                          else
                                            begin
                                             tx_done <= 1'b0;
                                            end 
                    end                
          4'b1100 : begin
                                          p_parity_out = 1'b0;
                                            if(count == 4'b1100)
                                              begin
                                                tx_done = 1'b1;
                                               end
                                              else
                                               begin
                                                tx_done = 1'b0;
                                               end 
                    end       
         4'b1111 : begin
                                            p_parity_out = 1'b0;
                                             if(count == 4'b1011)
                                                begin
                                                 tx_done = 1'b1;
                                                end
                                                else
                                                begin
                                                 tx_done = 1'b0;
                                                end 
                   end                                                                                                                                                                                                                                                                                                                                           
         default :begin
                     p_parity_out = 1'b0;
                     tx_done = 1'b0;
                  end 
       endcase
     end
   else
     begin 
      p_parity_out = 1'b0;
      tx_done = 1'b0;
     end
   end
always@(*)
 begin
  if(rst == 0)
   begin
    if(send == 1'b1 && tx_done == 1'b0)
     tx_active = 1'b1;
    else
     tx_active =1'b0;  
   end
  else 
   tx_active = 1'b0; 
 end
 always@(posedge baud_out, posedge rst)
  begin
   if(rst)
    begin
     data_out = 1'b0;
	 end
   else begin
     if( tx_done == 1'b1 || send == 1'b0)
      data_out = idle;
     else
      data_out = temb[0];  
    end
  end
endmodule
module uart_tx(
        input clock, rst, send,
        input [1:0] baud_rate,
        input [7:0] data_in, 
        input [1:0] parity_type,      
        input         stop_bits,          
        input         data_length,      
        output      data_out,          
        output      p_parity_out,      
        output      tx_active,          
        output      tx_done         
     );
		  wire parity_out, baud_out;
        wire [11:0] frame_out;
        parity_gen1 g1(
                 .rst(rst),
                  .data_in(data_in),
                  .parity_type(parity_type),  
                 .parity_out(parity_out)
            );
        frame_gen1  F1( .rst(rst),
            .data_in(data_in),
           .parity_type(parity_type),
           .parity_out(parity_out),
           .stop_bits(stop_bits), 
           .data_length(data_length), 
            .frame_out(frame_out) );
        baud_gen b1(
            .clock(clock),.rst(rst),
           .baud_rate(baud_rate),
           .baud_out(baud_out)
           );
       shift_reg1 s1(
            .frame_out(frame_out),
            .stop_bits(stop_bits),.data_length(data_length),
            .baud_out(baud_out), .send(send), .rst(rst),
            .parity_type(parity_type),
            .data_out(data_out),
            .p_parity_out(p_parity_out),
            .tx_active(tx_active),.tx_done(tx_done)
              );
    endmodule    
==> summary.txt <==
impl run done, here's what came out: yosys simple share 0.173, cell count after synthesis 257, Main logic family adder cells, worst hold path type reg2reg, register share after synthesis 0.326, non-filler cells in the finished layout 380, Async S/R FF share, synth 0.636, Total Routing Usage GR 0.115, pin count of the biggest net entering global routing 22, Die W 91.0 um, critical path required time 3.68 ns, CP max stage delay 0.50 ns, row count 32, Setup CP Type in2out, family with the most delay on the worst path buffers and inverters, Mapped Avg Cell Area 9.25 um2, Critical Path Fanout Max 7, detailed placer's ending HPWL 3.57 mm, cells along the critical path clkdlybuf4s50_1 > inv_1 > ha_1 > o21bai_1 > a21boi_1 > nor4_1 > nor3_1 > o22a_1 > nor2_1 > clkdlybuf4s50_1, flip-flops with a built-in enable 1, Worst-path clk slew 0.06 ns, ANT cells 0, post-cts resize count 0, fa+ha+maj area frac 0.216, vias in the first global route 1689, yosys stat area 2380 um2, tool warnings 37, CP max stage cell clkdlybuf4s50_1, Flop area 776 um2, CTS H-tree depth 1, Worst EP arrival 3.28 ns, Comb power frac 0.482, Final Hold Vio Count 0, Cell Area, Synth 2380 um2, fin worst setup slack 0.404 ns, maximum clock frequency 238 MHz, pwr dens 298 nW/um2, initial antenna violation count 0, P_sw 0.333 mW, PortBufs 20, Starting Density 0.309, number of nets still failing antenna checks after routing 0, Clock Root Buffer clkbuf_8, yosys warns 4, RD Place Congestion 0.879, Slew Viols, Final 0, MI comb area 1500 um2, CORE AREA 7690 um2, first-pass GRT wire length 7.90 mm, max_cap viols 0, Int Pwr 0.485 mW, total grt overflow 0, initial drt markers 52, CTS tree built, Least-Margin Pin Slew 0.553 ns, TritonRoute pass-1 iters 4, endpoints left unconstrained 19, Flops after synth 33, sequential share of power 0.394, cell repeated most along the worst path clkdlybuf4s50_1, clk buf depth 2, Post-CTS Setup Repair Bufs 0, XORs/XNORs by Area 0.0811, Post-Route Hold Slack 0.580 ns, layout cells sized above 1 0.0324, Startpoint Class primary input, TritonCTS Buffers 3, area fraction in mux cells 0.0132, residual DRC count 0, sw frac 0.407, Crit path depth 10, CP Buf/Inv Count 3, AO/OA Area Share 0.146, Final Critical Period 4.20 ns, setup TNS 0 ns, VDD IR-drop max 0.000120 V, count of unclocked register or latch pins 17, via count 1832, final WL 4.61 mm, clock latency (worst-skew pair) 0.24 ns, Die Ht 91.0 um, P_leak 1.27 nW, Cell variety after synth 48, Layout Skew 0.00314 ns, Final Setup Violations 0, pre-CTS setup slack 0.440 ns, Critical Path End Type output port, total power 0.818 mW, dpl cells 377, WL/cell 12.1 um, die area 8280 um2, area delta synth->final 15.6%, RSZ-0062 raised after global routing no, Via-to-Cell Ratio 4.82, R2R depth 7, Yosys Instances 257, slew margin rel. 0.630, Top Ports 21, Hold Path Stages 1, Clk pwr share 0.124, Most common reg cell dfrtp_1, fillers 791, outcome complete, no violations, Post-CTS Hold Buffers 0, Final Cycle Share 0.912
power groups by stage:
stage | Combinational [mW] | Clock (mW) | Sequential (mW)
5_1_grt | 0.456 | 0.111 | 0.335
6_report | 0.394 | 0.101 | 0.323
4_1_cts | 0.395 | 0.104 | 0.322
path summary, 6_finish.rpt:
kind                                      from           to  slack (ns)
worst min register to register      b1.tick[0]   b1.tick[0]        0.58
worst min-delay path                b1.tick[0]   b1.tick[0]        0.58
worst max-delay path            parity_type[1]      tx_done        0.40
worst max register to register      b1.tick[5]  b1.baud_out        2.52
min in group asynchronous                  rst   b1.tick[6]        1.40
max in group asynchronous                  rst  b1.tick[14]        2.99
worst register-to-register path: cells and delay by family (launching register included):
family,cells,cell delay (ns)
AOI/OAI and AO/OA,4,0.61
adders and majority gates,1,0.35
DFF,1,0.47
muxes,1,0.32
and+or+nand+nor,1,0.21
through the flow:
step | util | area [um2]
after floorplan | - | 2380
after global placement | 0.352 | 2710
after detailed placement | 0.352 | 2710
after CTS | 0.357 | 2750
after global routing | 0.357 | 2750
final | 0.357 | 2750
cells by family (layout without fill, tap and decap cells):
kind of cell	count (synthesis)	in the layout
AOI/OAI and AO/OA	50	50
xor gates and xnor gates	22	22
adders and majority gates	41	41
buffers and inverters	26	47
DFF	33	33
muxes	3	3
and+or+nand+nor	82	82
cell usage in the layout (no fill, tap or decap), drive strengths merged, types with 8 or more instances in the layout:
| master | count |
|---|---|
| dfrtp | 21 |
| nand3 | 11 |
| nor2 | 31 |
| xnor2 | 14 |
| clkdlybuf4s50 | 20 |
| o21ai | 10 |
| a21oi | 12 |
| ha | 41 |
| xor2 | 8 |
| dfxtp | 11 |
| inv | 20 |
cell type report:
| type | instances | area share |
|---|---|---|
| multi-input cells | 198 | 0.545 |
| repair buffers | 24 | 0.0838 |
| clock buffers | 3 | 0.0150 |
| well taps | 102 | 0.0465 |
| flip-flops and latches | 33 | 0.282 |
| inverters | 20 | 0.0273 |
routing by layer:
layer  up-vias  global-route usage  wire length (um)
li1        955                   -                 -
met1       851               0.194              2470
met2        24               0.170              1980
met3         2             0.00765               131
met4         0              0.0106                30
met5         -                   0                 0
synthesized netlist by cell type (2+ instances only):
cell | instances | area (um2)
ha_1 | 41 | 513
clkbuf_1 | 3 | 11.3
and4_1 | 2 | 17.5
nor2_1 | 31 | 116
o21ai_0 | 9 | 45.0
o2111ai_1 | 2 | 17.5
a21o_1 | 6 | 45.0
xor2_1 | 8 | 70.1
nor3_1 | 5 | 25.0
nand2_1 | 7 | 26.3
a21oi_1 | 12 | 60.1
o22a_1 | 2 | 17.5
dfrtp_1 | 21 | 526
and3_1 | 6 | 37.5
nor4_1 | 2 | 12.5
inv_1 | 20 | 75.1
nand4_1 | 7 | 43.8
dfxtp_1 | 11 | 220
nand3_1 | 11 | 55.1
a22o_1 | 7 | 61.3
a2111oi_0 | 2 | 17.5
nor2b_1 | 2 | 12.5
mux2i_1 | 2 | 20.0
xnor2_1 | 14 | 123
state kept, by name (all words and copies together), names as in the netlist:
name / cells
s1.count: 4
b1.baud_out: 1
b1.tick: 15
s1.data_out: 1
s1.temb: 12
Power figures rest on the tool's default switching activity, not on a simulated workload.
